<file path="flow/run.sh">
#!/bin/bash
# OpenROAD 26Q1-2900-gdf79404cd8, Yosys 0.63+post, stock flow scripts
make -C /OpenROAD-flow-scripts/flow DESIGN_CONFIG=/design/flow/config.mk WORK_HOME=/design/flow/orfs finish
</file>
<file path="flow/constraint.sdc">
current_design conv_buffer

set clk_period 75.5
set clk_io_pct 0.2

create_clock -name clk0 -period $clk_period [get_ports {clk}]

set non_clock_inputs [all_inputs -no_clocks]
set_input_delay [expr $clk_period * $clk_io_pct] -clock clk0 $non_clock_inputs
set_output_delay [expr $clk_period * $clk_io_pct] -clock clk0 [all_outputs]
</file>
<file path="flow/config.mk">
export PLATFORM = sky130hd
export DESIGN_NAME = conv_buffer
export DESIGN_NICKNAME = conv_buffer
export VERILOG_FILES = /design/flow/design.v
export SDC_FILE = /design/flow/constraint.sdc
export NUM_CORES = 4
export LEC_CHECK = 1
export CORE_UTILIZATION = 40
</file>
<file path="flow/design.v">
module conv_buffer (
    input clk,
    input reset,
    input [7:0] pixel_in,
    input valid_in,
    output reg [71:0] window,
    output reg window_valid
);
reg [7:0] LB0 [31:0]; 
reg [7:0] LB1 [31:0]; 
reg [7:0] curr_row [31:0]; 
reg [5:0] col_count;
reg [5:0] row_count;
reg [7:0] sr0_0, sr0_1, sr0_2; 
reg [7:0] sr1_0, sr1_1, sr1_2; 
reg [7:0] sr2_0, sr2_1, sr2_2; 
integer i;
always @(posedge clk) begin
    if (reset) begin
        col_count <= 0;
        row_count <= 0;
        window_valid <= 0;
        for (i = 0; i < 32; i = i + 1) begin
            LB0[i] <= 0;
            LB1[i] <= 0;
            curr_row[i] <= 0;
        end
        {sr0_0, sr0_1, sr0_2} <= 0;
        {sr1_0, sr1_1, sr1_2} <= 0;
        {sr2_0, sr2_1, sr2_2} <= 0;
    end
    else if (valid_in) begin
        curr_row[col_count] <= pixel_in;
        if (row_count >= 2) begin
            sr0_0 <= sr0_1;
            sr0_1 <= sr0_2;
            sr0_2 <= LB0[col_count];
        end
        if (row_count >= 1) begin
            sr1_0 <= sr1_1;
            sr1_1 <= sr1_2;
            sr1_2 <= LB1[col_count];
        end
            sr2_0 <= sr2_1;                         
            sr2_1 <= sr2_2;                         
            sr2_2 <= pixel_in;                      
        if (col_count == 31) begin
            col_count <= 0;
            row_count <= (row_count == 31) ? 0 : row_count + 1;
            for (i = 0; i < 32; i = i + 1) begin
                LB0[i] <= LB1[i];
                LB1[i] <= curr_row[i];
            end
        end
        else begin
            col_count <= col_count + 1;
        end
        window_valid <= (row_count >= 2) && (col_count >= 2);
    end
end
always @(*) begin
    window = {sr0_0, sr0_1, sr0_2,
              sr1_0, sr1_1, sr1_2,
              sr2_0, sr2_1, sr2_2};
end
endmodule
</file>
==> results.sh <==
# physical design summary
export IMPL_yosys_warnings=3
export IMPL_wl_per_cell_um=25.4
export IMPL_arrival_ps=19180
export IMPL_openroad_warnings=41
export IMPL_setup_viol=0
export IMPL_critPathKind="in2reg"
export IMPL_critical_path_max_fanout=150
export IMPL_num_rows=107
export IMPL_switching_share_pct=23.2
export IMPL_area_delta_synth_final_pct=13.7
export IMPL_powerDensity_mw_per_mm2=24.3
export IMPL_drt_iter0_drc=3007
export IMPL_post_cts_buffers=0
export IMPL_synth_avg_cell_area_um2=9.07
export IMPL_cts_resized=0
export IMPL_io_pin_count=84
export IMPL_enable_flop_cells=256
export IMPL_fin_util_pct=46.0
export IMPL_syn_instance_count=3814
export IMPL_tns_ps=0
export IMPL_intPower_mw=0.734
export IMPL_final_cell_mix="nand2_1 (1147), dfxtp_1 (594), a21oi_1 (561)"
export IMPL_clkPwrFrac_pct=45.8
export IMPL_ys_flops=853
export IMPL_crit_path_frequent_cell="buf_4"
export IMPL_root_buffer="clkbuf_16"
export IMPL_yosys_area_top_type="dfxtp_1"
export IMPL_wirelength_um=127000
export IMPL_drc=0
export IMPL_timing_fmax_mhz=53.7
export IMPL_num_vias=28119
export IMPL_cts_tree="yes"
export IMPL_cts_hold_buffers=0
export IMPL_grt_usage_pct=30.5
export IMPL_cts_sinks=853
export IMPL_min_period_over_period_pct=24.7
export IMPL_mostFrequentLayoutCell="nand2_1"
export IMPL_async_flop_share_pct=0
export IMPL_ys_cells=3814
export IMPL_max_slew_worst_pin_slew_ps=944
export IMPL_dp_hpwl_um=80900
export IMPL_routabilityCongestion=1.02
export IMPL_synth_chip_area_mm2=0.0346
export IMPL_antenna_left=0
export IMPL_slowest_stage="buf_4"
export IMPL_worst_path_buf_inv=6
export IMPL_vias_per_cell=5.63
export IMPL_slew_violations=0
export IMPL_first_pass_iters=6
export IMPL_chip_area_mm2=0.0876
export IMPL_clockBufferDepth=3
export IMPL_grt_pass1_vias=26075
export IMPL_fin_skew_ps=23.4
export IMPL_required_ps=76060
export IMPL_instances_no_fill=4998
export IMPL_combPwrFrac_pct=4.1
export IMPL_grt_max_degree=151
export IMPL_initCoreUtil_pct=40.5
export IMPL_rsz0062_at_grt="false"
export IMPL_seq_area_frac_synth_pct=56.8
export IMPL_start_kind="primary input"
export IMPL_top_cells_by_area="dfxtp_1 (35%), edfxtp_1 (22%), nand2_1 (12%)"
export IMPL_critPathCaptureType="flop"
export IMPL_critical_path_top_delay_family="buffers and inverters"
export IMPL_seqPwrFrac_pct=50.1
export IMPL_period_minus_slack_ps=18620
export IMPL_top_cell_area_share_pct=34.6
export IMPL_path_clk_slew_ps=60
export IMPL_die_w_um=296
export IMPL_slew_headroom_pct=36.5
export IMPL_die_h_um=296
export IMPL_grt_first_pass_wirelength_um=183000
export IMPL_coreArea_mm2=0.0854
export IMPL_h_tree_depth=3
export IMPL_port_buffers=83
export IMPL_crit_chain="buf_2 > clkinv_1 > nor4_4 > buf_12 > buf_4 > buf_4 > buf_4 > nand2_1 > a21oi_1"
export IMPL_ir_drop_mv=0.0177
export IMPL_grt_overflow=0
export IMPL_hold_violations=0
export IMPL_dp_cells=4831
export IMPL_leakage_nw=13.1
export IMPL_drive_gt1_share_pct=7.89
export IMPL_flop_cell="dfxtp_1"
export IMPL_clk_latency_ps=660
export IMPL_synthesis_area_mm2=0.0346
export IMPL_slowest_delay_ps=710
export IMPL_ys_types=72
export IMPL_hp_class="reg2reg"
export IMPL_cts_buffers=88
export IMPL_switching_power_mw=0.222
export IMPL_antenna_found_initial=8
export IMPL_drv_cap=0
export IMPL_outcome="complete, no violations"
-- state kept, by name (all words and copies together), names as in the netlist --
signal        count
window_valid      1
row_count         6
curr_row        256
sr0_2             8
sr0_0             8
sr0_1             8
sr1_1             8
sr2_0             8
col_count         6
sr2_1             8
LB1             256
sr2_2             8
sr1_0             8
LB0             256
sr1_2             8
-- cell type report --
type	instances	area [um^2]
Inverter	13	48.8
Sequential cell	853	19600
Multi-Input combinational cell	2626	13600
Antenna cell	2	5.00
Tap cell	1144	1430
Clock buffer	128	2580
Clock inverter	37	313
Timing Repair Buffer	195	1680
Fill cell	8182	46100
-- power groups by stage --
stage	registers (mW)	clock network [mW]	logic, mW
CTS	0.479	0.442	0.0385
global route	0.479	0.461	0.0405
finish	0.479	0.437	0.0395
-- worst min-delay path: stages, from the launching register on --
cell	delay (ps)
dfxtp_1	300
nand2_1	50
a21oi_1	50
-- per-layer routing --
layer	global-route usage, %	part of all wire, %	vias up
met2	42.8	43	1203
met1	45.5	42	13577
met5	0	0.017	-
met3	10.3	11	270
li1	-	-	13065
met4	11.5	4.7	4
-- worst paths after layout --
kind | start | end | slack [ps] | cells after the start
max | valid_in | LB0[1][5]$_SDFFE_PP0P_ | 56880 | 9
min | LB0[2][7]$_SDFFE_PP0P_ | LB0[2][7]$_SDFFE_PP0P_ | 450 | 2
max reg2reg | col_count[1]$_SDFFE_PP0P_ | LB0[1][5]$_SDFFE_PP0P_ | 70590 | 10
min reg2reg | LB0[2][7]$_SDFFE_PP0P_ | LB0[2][7]$_SDFFE_PP0P_ | 450 | 2
-- cell families (layout without fill, tap and decap cells) --
logic type / count (synthesis) / in the layout / synth area share [%]
simple gates: 1626 / 1626 / 20.5
other cells: 0 / 2 / 0
flops: 853 / 853 / 56.8
compound gates: 872 / 872 / 14.8
buf+inv: 335 / 373 / 3.97
xor+xnor: 6 / 6 / 0.152
mux: 112 / 112 / 3.38
fa+ha+maj: 10 / 10 / 0.362
-- metrics by stage --
step / power, mW / area (um^2) / hold WS [ps] / setup WS (ps)
floorplan: 0.507 / 34600 / 422 / 58150
global placement: 0.527 / 36400 / 439 / 56320
detailed placement: 0.527 / 36400 / 442 / 56270
CTS: 0.960 / 39300 / 451 / 56880
global route: 0.981 / 39300 / 467 / 56670
finish: 0.956 / 39300 / 452 / 56880
-- synthesized netlist by cell type, drive strengths merged (5+ instances only) --
cell type and count:
a2111oi 12, a211oi 5, a21o 6, a21oi 561
a221oi 16, a222oi 7, a22o 21, a22oi 75
a2bb2oi 7, a31oi 12, a32o 7, a32oi 13
and2 165, and3 101, buf 86, clkbuf 236
dfxtp 597, edfxtp 256, ha 10, inv 10
mux2 26, mux2i 85, nand2 1147, nand2b 11
nand3 42, nand4 16, nor2 90, nor2b 9
nor3 12, nor4 5, o2111ai 7, o211ai 9
o21ai 60, o22ai 21, o31ai 5, o32ai 5
or2 6, or3 5
Power figures rest on the tool's default switching activity, not on a simulated workload.
