<file path="./config.mk">
export PLATFORM = sky130hd
export DESIGN_NAME = conv_buffer_5x5
export DESIGN_NICKNAME = conv_buffer_5x5
export VERILOG_FILES = /design/flow/design.v
export SDC_FILE = /design/flow/constraint.sdc
export NUM_CORES = 4
export LEC_CHECK = 1
export CORE_UTILIZATION = 50
</file>
<file path="./constraint.sdc">
current_design conv_buffer_5x5

set clk_period 149.4
set clk_io_pct 0.2

create_clock -name clk0 -period $clk_period [get_ports {clk}]

set non_clock_inputs [all_inputs -no_clocks]
set_input_delay [expr $clk_period * $clk_io_pct] -clock clk0 $non_clock_inputs
set_output_delay [expr $clk_period * $clk_io_pct] -clock clk0 [all_outputs]
</file>
<file path="./design.v">
module conv_buffer_5x5 (
    input clk,
    input reset,
    input [7:0] pixel_in,
    input valid_in,
    output reg [199:0] window, 
    output reg window_valid
);
reg [7:0] LB0 [31:0]; 
reg [7:0] LB1 [31:0]; 
reg [7:0] LB2 [31:0]; 
reg [7:0] LB3 [31:0]; 
reg [7:0] curr_row [31:0]; 
reg [5:0] col_count;
reg [5:0] row_count;
reg [7:0] sr0_0, sr0_1, sr0_2, sr0_3, sr0_4; 
reg [7:0] sr1_0, sr1_1, sr1_2, sr1_3, sr1_4; 
reg [7:0] sr2_0, sr2_1, sr2_2, sr2_3, sr2_4; 
reg [7:0] sr3_0, sr3_1, sr3_2, sr3_3, sr3_4; 
reg [7:0] sr4_0, sr4_1, sr4_2, sr4_3, sr4_4; 
integer i;
always @(posedge clk) begin
    if (reset) begin
        col_count <= 0;
        row_count <= 0;
        window_valid <= 0;
        for(i=0; i<32; i=i+1) begin
            LB0[i] <= 0;
            LB1[i] <= 0;
            LB2[i] <= 0; 
            LB3[i] <= 0;
            curr_row[i] <= 0;
        end
        {sr0_0,sr0_1,sr0_2,sr0_3,sr0_4} <= 0;
        {sr1_0,sr1_1,sr1_2,sr1_3,sr1_4} <= 0;
        {sr2_0,sr2_1,sr2_2,sr2_3,sr2_4} <= 0;
        {sr3_0,sr3_1,sr3_2,sr3_3,sr3_4} <= 0;
        {sr4_0,sr4_1,sr4_2,sr4_3,sr4_4} <= 0;
    end
    else if (valid_in) begin
        curr_row[col_count] <= pixel_in;
        if(row_count >= 4) begin
            sr0_0 <= sr0_1;
             sr0_1 <= sr0_2;
            sr0_2 <= sr0_3;
             sr0_3 <= sr0_4;
            sr0_4 <= LB0[col_count];
        end
        if(row_count >= 3) begin
            sr1_0 <= sr1_1; 
            sr1_1 <= sr1_2;
            sr1_2 <= sr1_3; 
            sr1_3 <= sr1_4;
            sr1_4 <= LB1[col_count];
        end
        if(row_count >= 2) begin
            sr2_0 <= sr2_1;
             sr2_1 <= sr2_2;
            sr2_2 <= sr2_3; 
            sr2_3 <= sr2_4;
            sr2_4 <= LB2[col_count];
        end
        if(row_count >= 1) begin
            sr3_0 <= sr3_1; 
            sr3_1 <= sr3_2;
            sr3_2 <= sr3_3; 
            sr3_3 <= sr3_4;
            sr3_4 <= LB3[col_count];
        end
        if(col_count == 0) begin
            {sr4_0, sr4_1, sr4_2, sr4_3, sr4_4} <= {32'b0, pixel_in};
        end else begin
            sr4_0 <= sr4_1;
            sr4_1 <= sr4_2;
            sr4_2 <= sr4_3;
            sr4_3 <= sr4_4;
            sr4_4 <= pixel_in;
        end
        if(col_count == 31) begin
            col_count <= 0;
            row_count <= (row_count == 31) ? 0 : row_count + 1;
            for(i=0; i<32; i=i+1) begin
                LB0[i] <= LB1[i];
                LB1[i] <= LB2[i];
                LB2[i] <= LB3[i];
                LB3[i] <= curr_row[i];
            end
        end
        else begin
            col_count <= col_count + 1;
        end
        window_valid <= (row_count >= 4) && (col_count >= 4);
    end
end
always @(*) begin
    window = {sr0_0,sr0_1,sr0_2,sr0_3,sr0_4,
             sr1_0,sr1_1,sr1_2,sr1_3,sr1_4,
             sr2_0,sr2_1,sr2_2,sr2_3,sr2_4,
             sr3_0,sr3_1,sr3_2,sr3_3,sr3_4,
             sr4_0,sr4_1,sr4_2,sr4_3,sr4_4};
end
endmodule
</file>
<file path="./run.sh">
#!/bin/bash
# OpenROAD 26Q1-2900-gdf79404cd8, Yosys 0.63+post, stock flow scripts
make -C /OpenROAD-flow-scripts/flow DESIGN_CONFIG=/design/flow/config.mk WORK_HOME=/design/flow/orfs finish
</file>
==> flow_summary.toml <==
# implementation run metrics
[run]
drv_cap = 0
warnings = 49

[final_timing]
finalSetupViolations = 0
hold_violations = 0
tightestPinTransition_ps = 1000
finClkSkew_ps = 25.5
drv_slew = 0
slew-limit-headroom = 0.332
tns_ps = 0
max_freq_ghz = 0.0292
fin_ws_ps = 115160
layout_min_cycle_time_ps = 34240
period_used_share = 0.229
rsz0062_at_grt = "false"
whs_ps = 450

[global_route]
global_route.overflow_total = 0
gr-usage-met2 = 0.578
antenna_found_initial = 28
grt-busiest-layer = "met1"
grt_pass1_wl_mm = 370
use_met3 = 0.256
grt_max_degree = 157
use_met1 = 0.622
grt_pass1_vias = 50264
grt_use_total = 0.456

[die]
io_pins = 212
rows = 126
fp_util = 0.505
coreArea_um2 = 118000
die_h_um = 348
chipArea_um2 = 121000
die_w_um = 348

[logic_synthesis]
syn_area_um2 = 59700
synth-edff-count = 256
ys_cells = 7059
yosysTopAreaCellShare = 0.415
synth_cell_types = 74
synth-seq-cells = 1493
yosys_warnings = 5
yosysChipArea_um2 = 59700
syn_area_per_cell_um2 = 8.46
yosysTopAreaCell = "dfxtp_1"
postSynthCellCount = 7059
synthTopCellsByArea = "dfxtp_1 41%, nand2_1 15%, edfxtp_1 13%"
ys.flop_type = "dfxtp_1"
async_flop_share = 0
synth_seq_share = 0.544

[worst_setup_path]
crit_type = "primary input to register"
cp.buffers_inverters = 9
critPathTopFamily = "buffers and inverters"
path_cells = "buf_2 -> buf_4 -> inv_2 -> buf_4 -> nor4_4 -> buf_4 -> buf_4 -> buf_4 -> buf_4 -> buf_4 -> nand2_1 -> a21oi_1"
end_kind = "register"
crit_slowest_cell = "buf_4"
crit_required_ps = 150130
critPathLaunchType = "primary input"
path_common_cell = "buf_4"
slowest_delay_ps = 780
critPathMaxFanout = 69
arrival_ps = 34970
r2r_slack_ps = 144040

[drt]
via_count = 54072
final_antenna_net_count = 0
via_per_inst = 6.18
route.detailed.drc = 0
post_drt_wl_per_cell_um = 30.2
drt_iter0_drc = 6119
wl_mm = 264
drt-pass1-iter-count = 8

[clock_tree]
clk_pin_slew_ps = 60
tritoncts = "yes"
cts_buffers = 158
cts_hold_buf = 0
insertion_delay_ps = 820
cts.sinks = 1493
cts_buffer_depth = 3
cts.htree.levels = 4
cts-resized-gates = 0
post-cts-setup-buffers = 0
cts_root_buf = "clkbuf_16"

[layout]
final_util = 0.579
fin_area_um2 = 68400
nFillCells = 10436
syn2layout_area_growth_pct = 14.6
drive_above_1_share = 0.0756
final_cell_count_no_fill = 8744
lay_top_cells = "2390 x nand2_1, 1234 x dfxtp_1, 1187 x a21oi_1, 256 x edfxtp_1, 225 x a22oi_1"
register_area_um2 = 32500
lay_top_count = "nand2_1"
comb_area_um2 = 25000

[power]
ir_drop_uv = 14.3
p_total_uw = 835
p_leak_nw = 22.1
power_density_nw_per_um2 = 12.2

[run_status]
status = "finished clean"

[placed_design]
place_area_um2 = 63400
dp_cells = 8437
io_buffer_count = 211
place_congestion = 1.04
dp_hpwl_mm = 170
place_ws_ps = 114530

[min_path]
hold_class = "register to register"
path summary, 6_finish.rpt:
| path | endpoint | start | cells past startpoint |
|---|---|---|---|
| worst max register to register | LB2[26][2] | col_count[3] | 9 |
| worst min register to register | LB0[0][3] | LB0[0][3] | 2 |
| worst max-delay path | LB2[26][2] | valid_in | 12 |
| worst min-delay path | LB0[0][3] | LB0[0][3] | 2 |
layout make-up:
cell class,count,share of cell area
sequential,1493,0.474
multi-input combinational,4952,0.365
clock buffer,250,0.0693
timing repair buffer,440,0.0572
tap,1536,0.0281
clock inverter,36,0.00430
inverter,16,0.000878
antenna,21,0.000768
report_power, final:
group | internal, mW | switching, mW
combinational | 0.00539 | 0.0289
clock | 0.220 | 0.168
sequential | 0.412 | 0.00127
worst reg2reg max path: cells and delay by family (launching register included):
| family | cells | cell delay, ps |
|---|---|---|
| buf+inv | 5 | 3450 |
| compound gates | 1 | 150 |
| simple gates | 3 | 970 |
| flops | 1 | 720 |
cells in the mapped netlist, drive strengths merged, types with 90 or more instances:
| cell type | instances |
|---|---|
| buf | 138 |
| o22ai | 90 |
| nor2 | 139 |
| and2 | 127 |
| dfxtp | 1237 |
| a21oi | 1187 |
| clkbuf | 460 |
| nand2 | 2394 |
| edfxtp | 256 |
| mux2i | 150 |
| a22oi | 225 |
| and3 | 153 |
logic make-up after synthesis:
logic type	Yosys count	synth area share
buffers and inverters	614	0.0420
adder cells (fa/ha/maj)	10	0.00210
XOR/XNOR	6	0.000880
multiplexers	175	0.0312
AND/OR/NAND/NOR	2965	0.205
flip-flops	1493	0.544
AND-OR/OR-AND	1796	0.176
routing by layer:
| metal | up-vias | wire length [um] |
|---|---|---|
| met3 | 815 | 40800 |
| li1 | 24228 | - |
| met4 | 28 | 19600 |
| met5 | - | 400 |
| met1 | 25916 | 98900 |
| met2 | 3085 | 104000 |
state kept, by name (all words and copies together), names as in the netlist, 256 cells and up:
name      cells
LB0         256
LB1         256
LB2         256
LB3         256
curr_row    256
